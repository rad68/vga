File: /design/flow/design.v
`timescale 1ns/1ps
typedef enum logic [2:0]
{
   IDLE         = 3'b000
  ,DISPLAY      = 3'b001
  ,FRONT_PORCH  = 3'b010
  ,SYNC_PULSE   = 3'b011
  ,BACK_PORCH   = 3'b100
  ,XXX = 'x
} state;
module vga
#(
   parameter  FREQ  = 40_000_000
  ,parameter  X_HOR = 800
  ,parameter  X_HFP = 40
  ,parameter  X_HSP = 128
  ,parameter  X_HBP = 88
  ,parameter  X_VER = 600
  ,parameter  X_VFP = 1
  ,parameter  X_VSP = 4
  ,parameter  X_VBP = 23
  ,parameter  BB  = 5
  ,parameter  GB  = 6
  ,parameter  RB  = 5
)(
   input                  resetn
  ,input                  clock
  ,input                  valid
  ,output logic           frame
  ,output logic           ready
  ,input        [RB-1:0]  r_in
  ,input        [GB-1:0]  g_in
  ,input        [BB-1:0]  b_in
  ,output logic [RB-1:0]  r_out
  ,output logic [GB-1:0]  g_out
  ,output logic [BB-1:0]  b_out
  ,output logic           hs
  ,output logic           vs
);
localparam  HOR =     X_HOR;
localparam  HFP = HOR+X_HFP;
localparam  HSP = HFP+X_HSP;
localparam  HBP = HSP+X_HBP;
localparam  VER =     X_VER;
localparam  VFP = VER+X_VFP;
localparam  VSP = VFP+X_VSP;
localparam  VBP = VSP+X_VBP;
logic [15:0] h_cnt, h_cnt_next;
logic hs_next;
logic [15:0] v_cnt, v_cnt_next;
logic vs_next;
logic frame_next;
logic ready_next;
logic [RB-1:0] r_next;
logic [GB-1:0] g_next;
logic [BB-1:0] b_next;
state h_state, v_state;
state h_next_state, v_next_state;
always_ff @(posedge clock)
if (!resetn)  h_state <= IDLE;
else          h_state <= h_next_state;
always_comb begin
  h_next_state = XXX;
  case (h_state)
    IDLE        : if (frame)          h_next_state = DISPLAY;
                  else                h_next_state = IDLE;
    DISPLAY     : if (h_cnt == HOR-1) h_next_state = FRONT_PORCH;
                  else                h_next_state = DISPLAY;
    FRONT_PORCH : if (h_cnt == HFP-1) h_next_state = SYNC_PULSE;
                  else                h_next_state = FRONT_PORCH;
    SYNC_PULSE  : if (h_cnt == HSP-1) h_next_state = BACK_PORCH;
                  else                h_next_state = SYNC_PULSE;
    BACK_PORCH  : if (h_cnt == HBP-1) h_next_state = DISPLAY;
                  else                h_next_state = BACK_PORCH;
    default     :                     h_next_state = XXX;
  endcase
end
always_ff @(posedge clock)
if (!resetn)  v_state <= IDLE;
else          v_state <= v_next_state;
always_comb begin
  v_next_state = XXX;
  case (v_state)
    IDLE        : if (frame)                            v_next_state = DISPLAY;
                  else                                  v_next_state = IDLE;
    DISPLAY     : if (v_cnt == VER-1 && h_cnt == HBP-1) v_next_state = FRONT_PORCH;
                  else                                  v_next_state = DISPLAY;
    FRONT_PORCH : if (v_cnt == VFP-1 && h_cnt == HBP-1) v_next_state = SYNC_PULSE;
                  else                                  v_next_state = FRONT_PORCH;
    SYNC_PULSE  : if (v_cnt == VSP-1 && h_cnt == HBP-1) v_next_state = BACK_PORCH;
                  else                                  v_next_state = SYNC_PULSE;
    BACK_PORCH  : if (v_cnt == VBP-1 && h_cnt == HBP-1) v_next_state = DISPLAY;
                  else                                  v_next_state = BACK_PORCH;
    default     :                                       v_next_state = XXX;
  endcase
end
always_ff @(posedge clock)
if (!resetn)  begin
  h_cnt <= '0;
  hs    <= '1;
  {r_out, g_out, b_out} <= '0;
  ready <= '0;
end
else begin
  h_cnt <= h_cnt_next;
  hs    <= hs_next;
  {r_out, g_out, b_out} <= {r_next, g_next, b_next};
  ready <= ready_next;
end
always_comb begin
  h_cnt_next  = '0;
  hs_next     = '1;
  {r_next, g_next, b_next} = '0;
  ready_next  = '0;
  case (h_next_state)
    IDLE    : 
      begin
        h_cnt_next  = HBP-1;
        hs_next     = '1;
        ready_next  = '0;
      end
    DISPLAY :
      begin
        if (h_cnt == HBP-1) h_cnt_next = '0;
        else                h_cnt_next  = h_cnt + 1;
        if (v_next_state == DISPLAY)  ready_next = '1;
        else                          ready_next = '0;
        hs_next = '1;
        {r_next, g_next, b_next} = valid ? {r_in, g_in, b_in} : '0;
      end
    FRONT_PORCH :
      begin
        h_cnt_next  = h_cnt + 1'b1;
        ready_next  = '0;
        hs_next = '1;
        {r_next, g_next, b_next} = '0;
      end
    SYNC_PULSE  : 
      begin
        h_cnt_next  = h_cnt + 1'b1;
        ready_next  = '0;
        hs_next = '0;
        {r_next, g_next, b_next} = '0;
      end
    BACK_PORCH  :
      begin
        h_cnt_next  = h_cnt + 1'b1;
        ready_next  = '0;
        hs_next = '1;
        {r_next, g_next, b_next} = '0;
      end
    default : 
      begin
        h_cnt_next  = 'x;
        ready_next  = 'x;
        hs_next     = 'x;
        {r_next, g_next, b_next} = 'x;
      end
  endcase
end
always_ff @(posedge clock)
if (!resetn)  begin
  v_cnt <= '0;
  vs    <= '1;
  frame <= '0;
end
else begin
  v_cnt <= v_cnt_next;
  vs    <= vs_next;
  frame <= frame_next;
end
always_comb begin
  v_cnt_next  = '0;
  vs_next     = '1;
  frame_next  = '0;
  case (v_next_state)
    IDLE    : 
      begin
        v_cnt_next  = VBP-1;
        vs_next     = '1;
        frame_next  = '1;
      end
    DISPLAY :
      begin
        if (v_cnt == VBP-1 && h_cnt == HBP-1) v_cnt_next  = '0;
        else if (h_cnt == HBP-1)              v_cnt_next  = v_cnt + 1'b1;
        else                                  v_cnt_next  = v_cnt;
        vs_next     = '1;
        frame_next  = '0;
      end
    FRONT_PORCH :
      begin
        if (h_cnt == HBP-1) v_cnt_next  = v_cnt + 1'b1;
        else                v_cnt_next  = v_cnt;
        vs_next     = '1;
        frame_next  = '0;
      end
    SYNC_PULSE  : 
      begin
        if (h_cnt == HBP-1) v_cnt_next  = v_cnt + 1'b1;
        else                v_cnt_next  = v_cnt;
        vs_next     = '0;
        frame_next  = '0;
      end
    BACK_PORCH  :
      begin
        if (h_cnt == HBP-1) v_cnt_next  = v_cnt + 1'b1;
        else                v_cnt_next  = v_cnt;
        vs_next = '1;
        if (v_cnt == VBP-1 && h_cnt == HBP-2) frame_next  = '1;
        else                                  frame_next  = '0;
      end
    default : 
      begin
        v_cnt_next  = 'x;
        vs_next     = 'x;
        frame_next  = 'x;
      end
  endcase
end
endmodule
File: /design/flow/run.sh
#!/bin/bash
# OpenROAD 26Q1-2900-gdf79404cd8, Yosys 0.63+post, stock flow scripts
make -C /OpenROAD-flow-scripts/flow DESIGN_CONFIG=/design/flow/config.mk WORK_HOME=/design/flow/orfs finish
File: /design/flow/config.mk
export PLATFORM = sky130hd
export DESIGN_NAME = vga
export DESIGN_NICKNAME = vga
export VERILOG_FILES = /design/flow/design.v
export SDC_FILE = /design/flow/constraint.sdc
export NUM_CORES = 4
export LEC_CHECK = 1
export CORE_UTILIZATION = 50
File: /design/flow/constraint.sdc
current_design vga

set clk_period 3.5
set clk_io_pct 0.2

create_clock -name clk0 -period $clk_period [get_ports {clock}]

set non_clock_inputs [all_inputs -no_clocks]
set_input_delay [expr $clk_period * $clk_io_pct] -clock clk0 $non_clock_inputs
set_output_delay [expr $clk_period * $clk_io_pct] -clock clk0 [all_outputs]
==> flow_summary.json <==
{
  "syn_area_sq_um": 3140,
  "fin_cells": 458,
  "syn_inst": 342,
  "setup_ws_ns": 0.619,
  "core_area_sq_um": 5990,
  "cp_num_buf_inv": 1,
  "cap_violations": 0,
  "overflow": 0,
  "final_common_cell": "dfxtp_1",
  "critPathKind": "reg2reg",
  "synth_top_cell_by_area": "dfxtp_1",
  "yosys_cells": 342,
  "top_layer": "met4",
  "die_area_sq_um": 6610,
  "die_w_um": 81.3,
  "async_flop_share_pct": 0,
  "hold_end": "h_state[0]$_DFF_P_",
  "crit_family": "simple AND/OR/NAND/NOR gates",
  "slew-limit-headroom_pct": 61.7,
  "drc": 0,
  "die_h_um": 81.3,
  "place_inst": 443,
  "r2r_start": "h_cnt[5]$_SDFF_PN0_",
  "postSynthSeqShare_pct": 39.5,
  "dr_wl_met3_um": 431,
  "max_freq_mhz": 347,
  "cts_buffers": 9,
  "initial_core_util_pct": 52.5,
  "hold_ws_ns": 0.453,
  "n_antenna_cell": 0,
  "grt_pass1_vias": 2176,
  "slowest_stage": "or4b_1",
  "pwr-share-clk_pct": 33.3,
  "post_drt_via_cell_ratio": 5.40,
  "crit_chain": "or4b_1 -> nor4_4 -> nand2b_1 -> o21bai_2 -> nand3_1 -> o21a_1 -> buf_4 -> nor2_2",
  "drt_first_pass_iters": 4,
  "r2r-end": "v_cnt[15]$_SDFF_PN0_",
  "fin_crit_ns": 2.88,
  "power_per_cell_area_nw_per_um2": 417,
  "fin_worst_skew_ns": 0.00869,
  "reg2reg_slack_ns": 0.62,
  "clkLatencyLatePin_ns": 0.33,
  "rsz0062_at_grt": "false",
  "ant_nets": 0,
  "required_ns": 3.77,
  "num_vias": 2471,
  "pre_cts_slack_ns": 0.628,
  "ctsResizeCount": 0,
  "cts_tree": "done",
  "top_area_share_pct": 39.5,
  "finalSetupViolations": 0,
  "clkTransAtPathRegs_ns": 0.07,
  "drtIter0Drc": 113,
  "leakagePower_nw": 1.43,
  "place_congestion": 0.842,
  "grtUsageTotal_pct": 21.0,
  "status": "finished clean",
  "yosys_warnings": 1,
  "tool_warnings": 28,
  "min_path_cells": 2,
  "antenna_found_initial": 0,
  "cp.arrival_ns": 3.15,
  "cp_max_fo": 10,
  "synth_area_per_cell_sq_um": 9.19,
  "area_growth_pct": 17.8,
  "grt_max_degree": 19,
  "rows": 28,
  "worst_pin_slew_ns": 0.574,
  "hold_violations": 0,
  "htree_levels": 3,
  "worstRegToRegCells": 8,
  "period_used_pct": 82.3,
  "worstHoldPathType": "reg2reg",
  "synth-edff-count": 0,
  "fin_tns_setup_ns": 0,
  "min_from": "h_state[0]$_DFF_P_",
  "drive_above_1_share_pct": 14.9,
  "final_cell_mix": "62 x dfxtp_1, 38 x clkdlybuf4s50_1, 32 x nand2_1",
  "cts_setup_buffers": 0,
  "switching_share_pct": 27.9,
  "clockBufferDepth": 2,
  "synthTopCellsByArea": "dfxtp_1 39%, and3_1 5.6%, xor2_1 4.7%",
  "dp_hpwl_um": 4550,
  "hold_buffers": 0,
  "final-max-slew-violation-count": 0,
  "yosys_area_sq_um": 3140,
  "pin_count": 39,
  "port_buffers": 38,
  "power_mw": 1.54,
  "routed_wl_um": 6410,
  "root_buffer": "clkbuf_8",
  "routedLengthMet1_um": 3300,
  "fin_util_pct": 61.8,
  "post_drt_wl_per_cell_um": 14.0,
  "irDropWorstVdd_mv": 0.249,
  "internal_power_mw": 1.11,
  "crit_path_start_kind": "flop",
  "p_seq_share_pct": 50.5,
  "synth_cell_types": 55,
  "grt_pass1_wl_um": 10500,
  "crit_path_end_kind": "flop",
  "p_sw_uw": 430,
  "synthFlopType": "dfxtp_1",
  "met2_length_um": 2650,
  "dpl-instance-area_sq_um": 3550,
  "slowest_delay_ns": 0.69,
  "ys_ff": 62,
  "p_comb_share_pct": 16.2,
  "fin_area_sq_um": 3700,
  "cts_num_sinks": 62
}
tightest hold or removal path, stage by stage, from the launching register on:
cell and delay, ns:
dfxtp_1 0.31, inv_1 0.04, o21ai_0 0.05
synthesized netlist by cell type (all sizes together), types with 3 or more instances:
| cell | n |
|---|---|
| nor2 | 38 |
| ha | 4 |
| and3 | 29 |
| nand3 | 27 |
| a21oi | 8 |
| o21a | 7 |
| buf | 8 |
| mux2i | 5 |
| or4 | 5 |
| nand2 | 32 |
| a31oi | 5 |
| o21ai | 5 |
| nand4 | 3 |
| xnor2 | 12 |
| xor2 | 18 |
| or4b | 4 |
| nand2b | 3 |
| dfxtp | 62 |
| nor4 | 17 |
| a21boi | 4 |
| clkbuf | 7 |
| inv | 11 |
logic make-up after synthesis:
group / synth area share (%)
muxes: 1.59
and+or+nand+nor: 33.9
AOI/OAI and AO/OA: 9.59
DFF: 39.5
xor gates and xnor gates: 8.96
buffers and inverters: 4.22
adders and majority gates: 2.23
power groups by stage:
stage     combinational [mW]  sequential, mW  clock, mW
4_1_cts                0.252           0.780      0.535
6_report               0.250           0.780      0.514
5_1_grt                0.276           0.786      0.562
worst max path at each step:
stage                    from                   end  slack [ns]  depth (start not counted)
6_report  h_cnt[5]$_SDFF_PN0_  v_cnt[15]$_SDFF_PN0_        0.62                          8
5_1_grt   h_cnt[5]$_SDFF_PN0_   v_cnt[3]$_SDFF_PN0_        0.43                          8
4_1_cts   h_cnt[5]$_SDFF_PN0_  v_cnt[15]$_SDFF_PN0_        0.61                          8
sequential cells by signal, indices dropped and copies added, names as in the netlist:
| name | count |
|---|---|
| b_out | 5 |
| frame | 1 |
| g_out | 6 |
| h_cnt | 16 |
| h_state | 5 |
| hs | 1 |
| r_out | 5 |
| ready | 1 |
| v_cnt | 16 |
| v_state | 5 |
| vs | 1 |
area by class of cell:
class / instances / area, sq um
well taps: 75 / 93.8
multi-input cells: 254 / 1770
inverters: 11 / 41.3
clock buffers: 10 / 128
clock inverters: 5 / 27.5
flip-flops and latches: 62 / 1240
fillers: 515 / 2290
repair buffers: 41 / 403
metal layers:
metal	vias up	GRT usage [%]
met5	-	0
met4	0	2.14
met3	2	7.30
met2	68	29.5
met1	1112	32.8
li1	1289	-
Power is estimated from default activity; no workload was simulated.
